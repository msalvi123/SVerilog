$ cat flow/design.v
module findOnlyOneSet #(
                       parameter WIDTH = 8,
                       parameter SIZE = $clog2(WIDTH))
   ( input [WIDTH-1:0] Req,
    output logic OnlyOneSet,
    output logic [WIDTH-1:0] OneHotReq,
    output logic [SIZE-1:0]   EncOneHotReq);
   logic [SIZE:0][WIDTH-1:0] AndTerm,OrTerm;
   logic [SIZE:0][WIDTH-1:0][WIDTH-1:0]  ReqMux;
   logic [SIZE:0][WIDTH-1:0][SIZE-1:0]    EncReqMux;
   assign AndTerm[SIZE]             = '0;
   assign OrTerm[SIZE]              = Req;
   assign OnlyOneSet                = ~AndTerm[0];
   assign OneHotReq[WIDTH-1:0]      = ReqMux[0][WIDTH-1:0];
   assign EncOneHotReq[SIZE-1:0]     = EncReqMux[0][SIZE-1:0];
   always_comb begin
      ReqMux     = 'x;
      EncReqMux = '0;
      for(int i=0; i<WIDTH;i++)
        ReqMux[SIZE][i][WIDTH-1:0] = {{WIDTH-1{1'b0}},Req[i]};
      for(int LVL=SIZE-1; LVL>=0; LVL--) begin
         for(int NODE=0; NODE<(1<< LVL); NODE++) begin
            AndTerm[LVL][NODE] =  |AndTerm[LVL+1][2*NODE+:2] | &OrTerm[LVL+1][2*NODE+:2];
            OrTerm[LVL][NODE]  =  |OrTerm [LVL+1][2*NODE+:2];
            ReqMux    [LVL][NODE][WIDTH-1:0] = ReqMux    [LVL+1][2*NODE+1][WIDTH-1:0];
            EncReqMux[LVL][NODE][SIZE-1:0]    = EncReqMux[LVL+1][2*NODE+1][SIZE-1:0] | 1 << (SIZE-1-LVL);
            if(ReqMux[LVL+1][2*NODE+0]) begin  
               ReqMux   [LVL][NODE][WIDTH-1:0] = ReqMux    [LVL+1][2*NODE+0][WIDTH-1:0];
               EncReqMux[LVL][NODE][SIZE-1:0]   = EncReqMux[LVL+1][2*NODE+0][SIZE-1:0];
            end
         end
      end
   end
endmodule
$ cat flow/run.sh
#!/bin/bash
# OpenROAD 26Q1-2900-gdf79404cd8, Yosys 0.63+post, stock flow scripts
make -C /OpenROAD-flow-scripts/flow DESIGN_CONFIG=/design/flow/config.mk WORK_HOME=/design/flow/orfs finish
$ cat flow/config.mk
export PLATFORM = sky130hd
export DESIGN_NAME = findOnlyOneSet
export DESIGN_NICKNAME = findOnlyOneSet
export VERILOG_FILES = /design/flow/design.v
export SDC_FILE = /design/flow/constraint.sdc
export NUM_CORES = 4
export LEC_CHECK = 1
export CORE_AREA = 10 10 70 70
export DIE_AREA = 0 0 80 80
export SYNTH_HDL_FRONTEND = slang
$ cat flow/constraint.sdc
current_design findOnlyOneSet

set clk_period 1.2
set clk_io_pct 0.2

create_clock -name clk0 -period $clk_period

set non_clock_inputs [all_inputs -no_clocks]
set_input_delay [expr $clk_period * $clk_io_pct] -clock clk0 $non_clock_inputs
set_output_delay [expr $clk_period * $clk_io_pct] -clock clk0 [all_outputs]
==> results.txt <==
impl run done, here's what came out: footprint of the flip-flops and latches=0 um^2, fin area=367.9 um^2, starting DRC count in detailed routing=11, total via count in the routed design=around 230, Row Count=21, area of the placeable core=0.003416 mm^2, startpoint type of the worst setup path=input port, data required time of the worst path=between 900 and 1000 ps, P_leak=0.1556 nW, Worst Min Path Start=Req[2], die extent in y=80 um, timing-limited maximum frequency=0.8256 GHz, area growth from synthesis to layout=102.8%, status=finished, violations left, Worst path most repeated cell=nor2_2, failing checks=negative setup slack, cell types occupying the most area after synthesis=buf_4, nor4_4, a22oi_1, nor2_2, nor4_2, fraction of met3 tracks used by global routing=0.6818%, die width=80 um, total congestion overflow=0, period utilization=100.9%, Yosys warnings=7, number of clock buffer instances in the layout=0, final estimated routing congestion in global placement=around 0.8, CP Cell Sequence=buf_6 -> nor4_4 -> buf_4 -> nor2_2 -> nor2_2 -> buf_2, Worst path slowest cell=nor4_4, number of nets with antenna violations after detailed routing=0, worst setup slack before clock tree synthesis=-816.1 ps, DRC violations left=0, Hold Path Class=in -> out, ys cells=26, per-cell via count in the routed design=roughly 2.6, 1st-pass router iterations=2, post-route setup slack=-11.19 ps, setup-violating endpoint count in the final report=1, distinct cell type count after synthesis=14, proportion of netlist area held by the largest area contributor=28.97%, post-placement cell area=354.1 um^2, vias in the first global route=231, number of max-slew violations in the final report=0, overall fraction of global-route tracks in use=1.986%, RSZ-0062 raised after global routing=yes, share of synthesized area occupied by flip-flops and latches=0%, met1 track demand over resource=2.439%, FFs & Latches=0, number of top-level design ports=20, area leader, netlist=buf_4, count of hold-fix buffers inserted at cts=0, sum of routed wire length over all layers=a little under 700 um, worst IR drop on VDD=0.00002773 V, die area=between 0.006 and 0.007 mm^2, category of the worst setup path capture point=primary output, P per Cell Area=232.3 mW/mm^2, WHS Endpoint=OnlyOneSet, post-route total power=0.08545 mW, met2 track utilization from global routing=under 10%, Post-DP HPWL=579.8 um, pin count of the biggest net entering global routing=6, filler instances=about 400, total antenna diodes in the routed design=0, synthesized chip area reported by yosys=181.4 um^2, data arrival at the endpoint of the critical path=970 ps, first-pass GRT wire length=1090 um, mapped cell area=181.4 um^2, startpoint-to-endpoint class of the critical path=in -> out, synthesized area per cell=6.978 um^2, most used routing layer=met2, longest individual stage delay on the worst path=280 ps, Synth Instances=26, hold path depth=5, Floorplan Utilization=under 10%, most frequent cells in the layout=conb_1, buf_2, buf_4, nor2_2, buf_6, count of endpoints failing hold in the final timing report=0, Routed WL per cell=7.719 um, post-route minimum period=1211 ps, Max Cap Viol=0, fraction of layout instances using a drive strength above 1=55.81%, number of antenna violations at the first check in global routing=0, number of warnings in the stage logs=34, Crit Path Max Fanout=4, I/O Buffers=13
-- Yosys cell counts --
library cell	count
a22oi_1	2
nand2_1	1
nor2_2	2
nor4_2	1
o2111ai_1	1
conb_1	1
nor3_1	2
nor2_1	2
inv_1	2
o31a_2	1
buf_4	7
a21oi_1	2
nor4_4	1
o22ai_1	1
-- logic make-up (layout without fill, tap and decap cells) --
logic type             Yosys count  in the layout  share of synthesized area, %
other                            1              7                         2.067
buffers and inverters            9             20                         33.10
AND/OR/NAND/NOR                  9              9                         37.24
AND-OR/OR-AND                    7              7                         27.59
-- critical path: cells and delay by family --
family / cells / cell delay (ps)
buf+inv: 3 / 350
simple gates: 3 / 380
-- power by group --
| group | internal [mW] | leakage [nW] | switching [mW] |
|---|---|---|---|
| logic | 0.0480 | 0.156 | 0.0374 |
| clock network | 0 | 0 | 0 |
| registers | 0 | 0 | 0 |
| total | 0.0480 | 0.156 | 0.0374 |
-- through the flow --
step           hold slack (ps)  setup TNS (ps)  util [%]  std cells
6_report                 825.5          -11.19     10.77         89
5_1_grt                  851.1          -191.5     10.77         89
4_1_cts                  840.2          -41.97     10.48         89
3_5_place_dp              1555           -3665     10.37         86
3_3_place_gp              1551           -3542     10.37         86
2_1_floorplan            496.3               0         -         32
-- worst max-delay path by stage --
stage	start	end	slack, ps	cells past startpoint
finish	Req[5]	OnlyOneSet	-10	6
global route	Req[5]	OnlyOneSet	-110	6
CTS	Req[6]	OnlyOneSet	-40	6
-- per-layer routing --
layer,wire [um],vias up
li1,-,114
met1,304,102
met2,296,13
met3,85,0
met4,0,0
met5,0,-
-- layout make-up --
| type | instances | area (um^2) | area share (%) |
|---|---|---|---|
| multi-input combinational | 23 | 157.7 | 42.86 |
| timing repair buffer | 18 | 145.1 | 39.46 |
| tap | 46 | 57.56 | 15.65 |
| inverter | 2 | 7.507 | 2.041 |
-- timing repair --
action	in CTS	in global routing
setup endpoints to repair	5	3
pin swaps	8	3
gates resized	57	3
buffers inserted	3	0
No activity file was given, so power comes from the tool's default toggle rates.
