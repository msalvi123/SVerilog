**flow/run.sh**
```bash
#!/bin/bash
# OpenROAD 26Q1-2900-gdf79404cd8, Yosys 0.63+post, stock flow scripts
make -C /OpenROAD-flow-scripts/flow DESIGN_CONFIG=/design/flow/config.mk WORK_HOME=/design/flow/orfs finish
```
**flow/config.mk**
```make
export PLATFORM = sky130hd
export DESIGN_NAME = muxN
export DESIGN_NICKNAME = muxN
export VERILOG_FILES = /design/flow/design.v
export SDC_FILE = /design/flow/constraint.sdc
export NUM_CORES = 4
export LEC_CHECK = 1
export CORE_AREA = 10 10 104 104
export DIE_AREA = 0 0 114 114
export SYNTH_HDL_FRONTEND = slang
```
**flow/constraint.sdc**
```tcl
current_design muxN

set clk_period 9.1
set clk_io_pct 0.2

create_clock -name clk0 -period $clk_period

set non_clock_inputs [all_inputs -no_clocks]
set_input_delay [expr $clk_period * $clk_io_pct] -clock clk0 $non_clock_inputs
set_output_delay [expr $clk_period * $clk_io_pct] -clock clk0 [all_outputs]
```
**flow/design.v**
```verilog
module muxN#(parameter DIR_L2H    = 1,               
             parameter WIDTH      = 8,               
             parameter SIZE       = $clog2(WIDTH),   
             parameter DATA_WIDTH = 4,               
             parameter NUM_SEL    = 3)               
   (input  [WIDTH-1:0]                         req_in,
    input [WIDTH-1:0] [DATA_WIDTH-1:0]         data_in,
    output logic [NUM_SEL-1:0]                 req_sum,
    output logic [NUM_SEL-1:0][DATA_WIDTH-1:0] data_out,
    output logic [NUM_SEL-1:0][WIDTH-1:0]      req_out,
    output logic [NUM_SEL-1:0][SIZE-1:0]       enc_req_out);
   localparam INIT_IDX  =  DIR_L2H ? 0 : NUM_SEL-1;
   logic [SIZE:0][WIDTH-1:0][NUM_SEL-1:0][DATA_WIDTH-1:0] data_mux;
   logic [SIZE:0][WIDTH-1:0][NUM_SEL-1:0][WIDTH-1:0]  req_mux;
   logic [SIZE:0][WIDTH-1:0][NUM_SEL-1:0][SIZE-1:0]  enc_req_mux;
   logic [SIZE:0][WIDTH-1:0][NUM_SEL-1:0]  sum;
   logic  block;
   logic [NUM_SEL-1:0]  rem_sel;
   int    MAX_BKT_AT_LVL;
   int    MAX_BKT_LOWER_LVL,NODE,LVL;
   assign data_out   [NUM_SEL-1:0] = data_mux   [0][0][NUM_SEL-1:0];
   assign req_out    [NUM_SEL-1:0] = req_mux    [0][0][NUM_SEL-1:0];
   assign enc_req_out[NUM_SEL-1:0] = enc_req_mux[0][0][NUM_SEL-1:0];
   assign req_sum    [NUM_SEL-1:0] = sum        [0][0];  
   always_comb begin
      data_mux    = '0;
      req_mux     = '0;
      sum         = '0;
      enc_req_mux = '0;
      for(int i=0;i<WIDTH;i++) begin
         data_mux   [SIZE][i][0]            = data_in[i];
         req_mux    [SIZE][i][0][WIDTH-1:0] = req_in [i];
         sum        [SIZE][i][0]            = req_in [i];
      end
      for(LVL=SIZE-1; LVL>=0; LVL--) begin
         for(NODE=0; NODE < 1 << LVL; NODE++) begin
            MAX_BKT_LOWER_LVL            = ((1 << SIZE-LVL-1) >  NUM_SEL) ? NUM_SEL : (1 << (SIZE-LVL-1));
            MAX_BKT_AT_LVL               = ((1 << SIZE-LVL)   >  NUM_SEL) ? NUM_SEL : (1 << (SIZE-LVL));
            for(int bkt=0; bkt < MAX_BKT_LOWER_LVL; bkt++) begin:BKT_DEF
               req_mux    [LVL][NODE][bkt] =  req_mux    [LVL+1][2*NODE + DIR_L2H][bkt] << (DIR_L2H << SIZE-LVL-1);
               data_mux   [LVL][NODE][bkt] =  data_mux   [LVL+1][2*NODE + DIR_L2H][bkt];
               enc_req_mux[LVL][NODE][bkt] =  enc_req_mux[LVL+1][2*NODE + DIR_L2H][bkt] | (DIR_L2H << (SIZE-1-LVL));
               sum        [LVL][NODE][bkt] =  sum        [LVL+1][2*NODE + DIR_L2H][bkt];
            end
            for(int bkt = MAX_BKT_LOWER_LVL-1; bkt >= 0; bkt--) begin:BKT_RGT
               if(sum[LVL+1][2*NODE+!DIR_L2H][bkt]) begin
                  for(int l=MAX_BKT_AT_LVL-2; l>=0; l--) begin: SHFT_LFT
                     req_mux    [LVL][NODE][l+1] =  req_mux    [LVL][NODE][l];
                     data_mux   [LVL][NODE][l+1] =  data_mux   [LVL][NODE][l];
                     enc_req_mux[LVL][NODE][l+1] =  enc_req_mux[LVL][NODE][l];
                     sum        [LVL][NODE][l+1] =  sum        [LVL][NODE][l];
                  end
                  req_mux    [LVL][NODE][0] =  req_mux    [LVL+1][2*NODE + !DIR_L2H][bkt] << ((DIR_L2H ? 0 : 1) << (SIZE-LVL-1));
                  data_mux   [LVL][NODE][0] =  data_mux   [LVL+1][2*NODE + !DIR_L2H][bkt];
                  enc_req_mux[LVL][NODE][0] =  enc_req_mux[LVL+1][2*NODE + !DIR_L2H][bkt] | (!DIR_L2H << (SIZE-1-LVL));
                  sum        [LVL][NODE][0] =  sum        [LVL+1][2*NODE + !DIR_L2H][bkt];
               end
            end
         end
      end
   end
endmodule
```
==> results_slide.txt <==
Synthesis and Place & Route Summary

Setup path
  • Nature of the critical path endpoint: output port
  • Crit path depth: 10
  • Path type of the worst setup path: input port to output port
  • Critical path startpoint category: input port
  • CP delay by family, top: buffers and inverters
  • Crit path cell chain: clkdlybuf4s50_1 -> buf_4 -> nor2_1 -> nand2_1 -> inv_1 -> a211oi_1 -> mux2_4 -> o21ai_1 -> o211a_1 -> clkdlybuf4s50_1
  • Crit path buffers/inverters: 4
  • CP max stage delay: 0.78 ns
  • CP most frequent cell: clkdlybuf4s50_1
  • Worst-path fanout max: 39
  • Crit path DRT: 7.28 ns
  • Critical path arrival: 5.03 ns
  • Critical-path top delay cell: inv_1

STA
  • Setup ws final: about 2.2 ns
  • Crit share post-route: 75.3%
  • Period minus WS final: 6.85 ns
  • Worst slew pin tran: 0.913 ns
  • Fmax achieved: approximately 150 MHz
  • Final Setup Violations: 0
  • Count of pins over their slew limit: 0
  • Final hold violation count: 0
  • TNS Setup: 0 ns
  • Unrepaired setup endpoints after global routing: no
  • Max_slew headroom: between 30% and 40%

Clocking
  • Post-CTS setup buffers: 0
  • Hold buffers post-CTS: 0
  • Post-cts resize count: 0

Layout
  • Layout Cells excl Fill: 465
  • Layout clock buffer count: 0
  • Share of layout cells above drive strength 1: 8.12%
  • Area growth, synth to finish: 45.4%
  • Sequential cell area: 0 sq um
  • Flop Count: 0

Floorplanning
  • Rows: 34
  • Die X: 114 microns
  • Chip area: approximately 13000 sq um
  • Core area: between 8000 and 9000 sq um
  • Floorplan utilization: 21.9%
  • Die height: around 110 microns
  • # IOs: 88

Place
  • HPWL after detailed placement: 6240 microns
  • Gpl congestion: 0.861
  • Dpl ws: 2.27 ns
  • DP Cell Count: 465
  • PortBufs: 85

Power and ir drop
  • Pwr Density: 53.9 nW/um^2
  • Worst VDD drop: 0.0328 mV
  • Static leakage power: 1.07 nW

Global routing
  • Initial antenna violation count: 0
  • GR Util All Layers: 11.5%
  • Largest net degree at the start of global routing: 40
  • First-pass GRT wire length: 12500 microns
  • Vias in the first global route: 2286
  • Total grt overflow: 0

Worst hold path
  • WHS Endpoint: req_out[0]
  • Hold_sp: req_in[0]
  • Worst Hold Class: input port to output port
  • Worst hold stages: 3

Logic synthesis
  • Syn avg cell area: about 6.4 sq um
  • Unique cell types: about 66
  • Yosys cell count: 297
  • Post-Synthesis Cells: 297
  • Yosys stat chip area: about 1900 sq um
  • Synthesized area: 1900 sq um
  • Tally of yosys warning messages: 0
  • Seq share, synth: 0%

Routing
  • DRT Wirelength: 8100 microns
  • Post-DR vias/cell: 5.46
  • Top Layer Used: met4
  • # diodes: 0
  • First DRT Iteration DRCs: 258
  • Met3 wire length: 735 microns
  • Met2 WL post-DR: 3520 microns
  • Post-Route M1 WL: 3780 microns
  • DR WL/cell: about 17 microns
  • Vias: 2539
  • Pre-antenna DRT Iters: 5
  • Antenna Nets Post-Route: 0
  • DRC errors left: 0

Run
  • Log Warnings: 33
  • Max-cap violations: 0

Outcome
  • Outcome: completed
## synth_stat cells (2+ instances only)
master,number,area [sq um]
nor3_1,6,30.0
a211o_1,2,17.5
buf_2,10,50.1
maj3_2,2,22.5
inv_1,7,26.3
o221ai_1,4,35.0
o22ai_1,4,25.0
mux2_2,6,67.6
clkbuf_1,9,33.8
a211oi_1,8,60.1
nor3b_1,2,15.0
and4b_1,2,20.0
a222oi_1,4,40.0
nand2_1,34,128
nand2b_1,4,25.0
a21boi_0,4,30.0
nor4_1,3,18.8
o21a_1,2,15.0
maj3_1,2,20.0
or2_2,3,18.8
o21ai_1,3,15.0
o211ai_1,4,30.0
nand4_1,2,12.5
nand3_1,9,45.0
nor2_1,25,93.8
a21oi_1,14,70.1
o221a_2,4,45.0
a22oi_1,4,30.0
mux2i_1,17,170
and3_1,8,50.1
o31ai_1,2,15.0
o21ai_0,20,100
o211a_1,3,30.0
ha_1,3,37.5
a31oi_1,7,43.8
nor4bb_1,2,20.0
buf_4,7,52.6
nor2b_1,4,25.0
buf_1,6,22.5
buf_6,2,22.5
and2_1,3,18.8
nand3b_1,2,15.0
xor2_1,5,43.8
## metal layers
metal,vias up,global-route usage (%)
li1,1243,-
met1,1155,17.0
met2,135,17.0
met3,6,2.76
met4,0,0.752
met5,-,0
## final cells by class
type                       count  area (sq um)
inverter                       9          37.5
multi-input combinational    256          1690
fill                         944          5910
timing repair buffer          92           903
tap                          108           135
## per-stage QoR
| stage | hold slack [ns] | area, sq um | utilization (%) | total power [W] |
|---|---|---|---|---|
| 2_1_floorplan | 3.73 | 1910 | - | 0.0000774 |
| 3_3_place_gp | 4.79 | 2770 | 31.9 | 0.000149 |
| 3_5_place_dp | 4.79 | 2770 | 31.9 | 0.000149 |
| 4_1_cts | 4.79 | 2770 | 31.9 | 0.000150 |
| 5_1_grt | 4.80 | 2770 | 31.9 | 0.000163 |
| 6_report | 4.78 | 2770 | 31.9 | 0.000149 |
## layout by cell type, fill, tap and decap left out, types with 3 or more instances in the layout
cell              n
ha_1              3
a222oi_1          4
nand3_1           9
or2_2             3
o221a_2           4
a21boi_0          4
mux2i_1          17
a21oi_1          14
and2_1            3
inv_1             7
o22ai_1           4
a211oi_1          8
a22oi_1           4
nor2_1           25
nor4_1            3
o21ai_0          20
a31oi_1           7
o21ai_1           3
conb_1            3
nand2_1          34
xor2_1            5
nand2b_1          4
o211a_1           3
o211ai_1          4
buf_4             7
nor3_1            6
and3_1            8
o221ai_1          4
clkdlybuf4s50_1  85
mux2_2            6
nor2b_1           4
## kinds of logic after synthesis
logic type               Yosys count  share of synthesized area (%)
AND-OR/OR-AND                    101                           37.5
XOR/XNOR                           6                           2.76
adder cells (fa/ha/maj)            7                           4.21
buffers and inverters             43                           11.5
multiplexers                      24                           13.3
other                              1                          0.197
AND/OR/NAND/NOR                  115                           30.6
## tightest hold or removal path: stages
cell	delay [ns]
clkdlybuf4s50_1	0.40
buf_4	0.25
clkdlybuf4s50_1	0.48
## worst max path at each step
stage,slack [ns],from,to
final,2.25,req_in[0],req_sum[2]
after global routing,1.94,req_in[0],req_sum[2]
after CTS,2.27,req_in[0],req_sum[2]
## where the power goes
part           internal, W  switching, W
clock                    0             0
combinational    0.0000782     0.0000712
sequential               0             0
total            0.0000782     0.0000712
Power figures rest on the tool's default switching activity, not on a simulated workload.
