<file path="/design/flow/run.sh">
#!/bin/bash
# OpenROAD 26Q1-2900-gdf79404cd8, Yosys 0.63+post, stock flow scripts
make -C /OpenROAD-flow-scripts/flow DESIGN_CONFIG=/design/flow/config.mk WORK_HOME=/design/flow/orfs finish
</file>
<file path="/design/flow/config.mk">
export PLATFORM = sky130hd
export DESIGN_NAME = flp_fif
export DESIGN_NICKNAME = flp_fif
export VERILOG_FILES = /design/flow/design.v
export SDC_FILE = /design/flow/constraint.sdc
export NUM_CORES = 4
export LEC_CHECK = 1
export CORE_UTILIZATION = 40
export SYNTH_HDL_FRONTEND = slang
</file>
<file path="/design/flow/constraint.sdc">
current_design flp_fif

set clk_period 3.8
set clk_io_pct 0.2

create_clock -name clk0 -period $clk_period [get_ports {clk}]

set non_clock_inputs [all_inputs -no_clocks]
set_input_delay [expr $clk_period * $clk_io_pct] -clock clk0 $non_clock_inputs
set_output_delay [expr $clk_period * $clk_io_pct] -clock clk0 [all_outputs]
</file>
<file path="/design/flow/design.v">
module flp_fif #(
		     parameter DATA_WIDTH   = 5,
		     parameter DEPTH = 8,
		     parameter ADDR_WIDTH   = $clog2(DEPTH))
   (
     output logic [ADDR_WIDTH:0]   cnt,
     output logic [DATA_WIDTH-1:0] data_out,
    input [DATA_WIDTH-1:0]  data_in,
    input 		    psh,
    input 		    pop,
    input 		    clk,
    input 		    rst_n
   );
   logic [ADDR_WIDTH-1:0]   rd_ptr;
   logic [ADDR_WIDTH-1:0]   wr_ptr;
   logic [DEPTH-1:0][DATA_WIDTH-1:0] mem;
   logic [DEPTH-1:0] 		     wr_clk_en;
   logic [DATA_WIDTH-1:0] 	     rd_mx_dat;
   logic [ADDR_WIDTH:0] 	     nxt_cnt;
   logic 			     in_sel;
   assign nxt_cnt     =  cnt + psh - pop; 
   always_ff @ (posedge clk) begin
      cnt <= ~rst_n ? '0 : nxt_cnt;
   end
   always_ff @ (posedge clk) begin
      if((cnt < 1) || ((cnt == 1) && psh && pop) || ~rst_n)
	wr_ptr <= 'b1;
      else if((wr_ptr == (DEPTH - 1) && psh))
	wr_ptr <= 'b1;
      else if(psh)
	wr_ptr <= wr_ptr + 1'b1;
   end
   always_ff @ (posedge clk) begin
      if((cnt < 1) || ((cnt == 1) && psh && pop) || ~rst_n)
	rd_ptr <= 'b1;
      else if((rd_ptr == (DEPTH - 1)) && pop) 
	rd_ptr <= 'b1;
      else if(pop)
	rd_ptr <= rd_ptr + 1'b1;
   end
   always_comb begin
      in_sel            = (cnt == 0 & psh) | (cnt == 1) & psh & pop;
      rd_mx_dat         =  mem[rd_ptr];
      wr_clk_en         = '0;
      wr_clk_en[wr_ptr] =  psh;
      wr_clk_en[0]      =  in_sel | pop;
   end
   always_ff @ (posedge clk) begin
      for(int i = 1; i < DEPTH ; i = i + 1)
	if(wr_clk_en[i])
      mem[i] <= data_in;
      if(wr_clk_en[0])
        mem[0] <= in_sel ? data_in : rd_mx_dat;
   end
   assign data_out   = mem[0];
   property onehot_wrclks;
     @(posedge clk) disable iff (~rst_n) $onehot0(wr_clk_en[DEPTH-1:1]);
   endproperty
   property psh_on_full;
     @(posedge clk) disable iff(~rst_n) not (psh & !pop & (cnt == DEPTH));
   endproperty
   property pop_on_empty;
     @(posedge clk) disable iff(~rst_n) not (pop & (cnt == 0));
   endproperty
  lbl_psh_on_full: assert property (psh_on_full);
  lbl_pop_on_empty: assert property (pop_on_empty);
  lbl_onehot_wrclk: assert property (onehot_wrclks);
endmodule
</file>
==> run summary <==
Synthesis and PnR results.

- Max fanout on the critical path was recorded as 8.
- The synthesis area per yosys is 2230 sq um.
- The fraction of synthesized cell area taken by the top area cell type reads 0.538.
- The final timing summary puts the cycle share of the worst path at 0.647.
- The clock input transition at the sequential cells of the worst setup and hold paths is 90 ps.
- In this run the maximum-capacitance check reported violations numbering 0.
- The post-layout instance count excluding filler cells is 253.
- The maximum operating frequency reads 0.407 GHz.
- Logic depth along the worst register-to-register path is recorded as 5.
- In this run the critical path is formed by clkdlybuf4s50_1 > inv_2 > ha_1 > inv_1 > ha_1 > inv_1 > fa_1 > xnor2_1 > and2_1.
- Nets still carrying antenna violations after routing amount to 0.
- After the first detailed-routing iteration, the DRC count stood at 71.
- The run finished with clean final reports.
- The total of flip-flops plus latches after synthesis reads 50.
- In the final timing run, aggregate negative setup slack is 0 ps.
- The reported leakage power reads 0.000907 uW.
- The worst setup path is launched from a primary input.
- The worst flop-to-flop path endpoint is data_out[1].
- The buffer levels on the longest clock path reads 2.
- The number of setup buffers added after CTS reads 0.
- The total standard cell area after synthesis reads 2230 sq um.
- The DRC violation total left in the routed layout is recorded as 0.
- The path type of the worst setup path is in -> reg.
- The count of endpoints failing hold in the final timing report is 0.
- The cell accounting for the most synthesized area is sky130_fd_sc_hd__edfxtp_1.
- Setup repair after global routing left no endpoint under its margin.
- The tally of unique sky130hd cells used after synthesis is 30.
- The layout summary lists the proportion of cells stronger than drive strength 1 as 0.0765.
- The hold buffer count at CTS is 0.
- The power density normalized to cell area reads 590 nW/um^2.
- The number of cells upsized or downsized after cts is 0.
- The startpoint of the worst-slack reg-to-reg timing path is rd_ptr[1].
- Per the gpl log, the routability congestion estimate is 0.811.
- The cell total in the yosys stat output is 168.
- Entering global routing, the biggest net connects 24 pins.
- The wire-length estimate of the detail-placed layout is 2530 microns.
- The warning total across the stage logs reads 26.
- The die width is 76.7 microns.
- The aggregate global-route resource usage reads 0.142.
- The path class of the lowest-slack min-delay path is reg -> reg.
- The TritonCTS buffer count reads 5.
- The number of global-route vias before repair is 1215.
- The buffer cell driving the clock tree root reads sky130_fd_sc_hd__clkbuf_8.
- The instance count after placement with tap cells included is 245.
- STA classifies the critical path endpoint as a register.
- Fill cells in the final layout number 440.
- Per the GRT congestion report, total overflow comes to 0.
- The number of top-level design ports reads 18.
- The number of standard-cell rows in the floorplan reads 26.
- The count of yosys warnings during synthesis reads 0.
- Looking at hold timing, the worst path starts from wr_ptr[2].
- The largest clock skew in the final design is 6.72 ps.
- The most frequent cell after synthesis is sky130_fd_sc_hd__edfxtp_1.
- The skew report gives the latency at the later pin of the worst-skew pair as 300 ps.
- According to the timing report, the critical path is launched from psh.
- The number of antenna violations at the first check in global routing is 0.
- The area occupied by registers is 1400 sq um.
- Per the synth stats, the proportion of register bits with asynchronous set or reset is 0.
- Per STA, the highest per-stage delay on the worst path measures 610 ps.
- The relative slew slack is 0.440.
- The number of antenna cells inserted is 0.
- The maximum resistive drop on vdd reads 0.000298 V.
- The top flip-flop cell by instance count after synthesis is sky130_fd_sc_hd__edfxtp_1.
- The actual transition at the worst max-transition pin is 834 ps.
- In the final routed layout, each cell accounts on average for 14.2 microns.
- The commonest cells after synthesis are sky130_fd_sc_hd__edfxtp_1, sky130_fd_sc_hd__nor2_1, sky130_fd_sc_hd__mux2i_1.
- The detailed-routing iteration count for the pre-antenna-repair pass is 4.
- The count of library flops with an enable pin is 40.
- STA reports a reg2reg setup slack of 1880 ps.
- TritonCTS built the clock tree.
- The first global-routing pass estimated 6070 microns of wire.
- In this run the mean area of a mapped cell was 13.3 sq um.
- After synthesis, the cell types taking the most area are sky130_fd_sc_hd__edfxtp_1, sky130_fd_sc_hd__dfxtp_1, sky130_fd_sc_hd__mux2i_1, sky130_fd_sc_hd__ha_1, sky130_fd_sc_hd__nor2_1.
- The area growth from synthesis to layout is 14.6%.
- The count of mapped cells out of synthesis is 168.
- The count of port buffers added during placement reads 17.
- The count of clock tree sinks is 50.
- The setup violation total in the final timing report is 0.
- The floorplan utilization reads 0.426.
- The routed layout has 1274 vias.
- The core region is 5240 sq um.
- On the critical path, the stage with the largest delay is an instance of sky130_fd_sc_hd__clkdlybuf4s50_1.
- The shortest clock period the worst path allows after layout is 2460 ps.
- The data arrival at the endpoint of the critical path is 2660 ps.
- The final number of max-transition violations is 0.
- The die footprint reads 5880 sq um.
- Per the layout area report, the combinational gate area comes to 709 sq um.
- The critical path data required time is 4000 ps.
- Looking at the clock tree report, the H-tree level count equals 2.
- The die is 76.7 microns tall.
- The timing endpoint of the critical path is cnt[2].
- The routed wire length reads 3580 microns.
- The share of synthesized area occupied by flip-flops and latches is 0.628.
- The overall power consumption is 1510 uW.
- The number of vias per cell after detailed routing is 5.04.
logic make-up (layout without fill, tap and decap cells):
group / count (synthesis) / count (layout) / share of synthesized area
AND-OR/OR-AND: 32 / 32 / 0.103
XOR/XNOR: 2 / 2 / 0.00785
adder cells (fa/ha/maj): 11 / 11 / 0.0651
buffers and inverters: 21 / 36 / 0.0538
flip-flops: 50 / 50 / 0.628
multiplexers: 15 / 15 / 0.0673
AND/OR/NAND/NOR: 37 / 37 / 0.0752
sequential cells by signal (all words and copies together) (netlist names):
| register | flops |
|---|---|
| mem | 35 |
| data_out | 5 |
| wr_ptr | 3 |
| cnt | 4 |
| rd_ptr | 3 |
stage by stage:
stage	cell area, sq um	hold slack, ps	util	setup slack [ps]
after floorplan	2230	500	-	1760
after global placement	2410	535	0.461	1060
after detailed placement	2410	558	0.461	1030
after CTS	2560	574	0.488	1350
after global routing	2560	610	0.488	1230
final	2560	566	0.488	1340
area by class of cell:
class | count | area share
Clock inverter | 2 | 0.0235
Tap cell | 70 | 0.0343
Timing Repair Buffer | 18 | 0.0695
Clock buffer | 6 | 0.0323
Inverter | 10 | 0.0147
Multi-Input combinational cell | 97 | 0.278
Sequential cell | 50 | 0.548
per-layer routing:
layer  vias to the layer above  track usage  wire, microns
li1                        636            -              -
met1                       602        0.229           1670
met2                        31        0.214           1680
met3                         5       0.0375            178
met4                         0       0.0173             53
met5                         -            0              0
report_power, final:
part,switching (uW),internal (uW),leakage (uW)
registers,37.4,670,0.000450
clock network,167,280,0.0000714
logic,163,191,0.000385
total,367,1140,0.000907
worst max-delay path, delay by kind of cell:
family | cells | cell delay (ps)
xor+xnor | 1 | 130
buf+inv | 4 | 800
simple gates | 1 | 150
fa+ha+maj | 3 | 810
how the worst min path moves through the flow:
stage	endpoint	slack, ps	depth (start not counted)
finish	wr_ptr[2]	570	2
global route	wr_ptr[2]	610	2
CTS	wr_ptr[2]	570	2
cells in the final DEF, fill, tap and decap left out, types with 4 or more instances in the layout:
cell,Yosys,final
sky130_fd_sc_hd__nand2b_1,4,4
sky130_fd_sc_hd__clkbuf_8,0,6
sky130_fd_sc_hd__nand2_1,8,8
sky130_fd_sc_hd__nor2_1,17,17
sky130_fd_sc_hd__clkdlybuf4s50_1,0,17
sky130_fd_sc_hd__mux2i_1,15,15
sky130_fd_sc_hd__edfxtp_1,40,40
sky130_fd_sc_hd__inv_1,9,9
sky130_fd_sc_hd__o221ai_1,5,5
sky130_fd_sc_hd__ha_1,10,10
sky130_fd_sc_hd__a211oi_1,5,5
sky130_fd_sc_hd__a21oi_1,10,10
sky130_fd_sc_hd__o22a_2,4,4
sky130_fd_sc_hd__dfxtp_1,10,10
Power figures rest on the tool's default switching activity, not on a simulated workload.
